<file path="design/flow/constraint.sdc">
current_design PacketProcessor

set clk_period 6.0
set clk_io_pct 0.2

create_clock -name clk0 -period $clk_period [get_ports {clock}]

set non_clock_inputs [all_inputs -no_clocks]
set_input_delay [expr $clk_period * $clk_io_pct] -clock clk0 $non_clock_inputs
set_output_delay [expr $clk_period * $clk_io_pct] -clock clk0 [all_outputs]
</file>
<file path="design/flow/run.sh">
#!/bin/bash
# OpenROAD 26Q1-2900-gdf79404cd8, Yosys 0.63+post, stock flow scripts
make -C /OpenROAD-flow-scripts/flow DESIGN_CONFIG=/design/flow/config.mk WORK_HOME=/design/flow/orfs finish
</file>
<file path="design/flow/config.mk">
export PLATFORM = sky130hd
export DESIGN_NAME = PacketProcessor
export DESIGN_NICKNAME = PacketProcessor
export VERILOG_FILES = /design/flow/design.v
export SDC_FILE = /design/flow/constraint.sdc
export NUM_CORES = 4
export LEC_CHECK = 1
export CORE_UTILIZATION = 40
</file>
<file path="design/flow/design.v">
`timescale 1ns / 1ps
module PacketProcessor(
    input clock,
    input resetn,
    input [31:0] dataIn,
    input validIn,
    input lastIn,
    output reg [31:0] dataOut,
    output reg validOut,
    output reg lastOut
);
localparam IDLE = 0,
           COLLECT_DATA = 1,
           SEND_HEADER = 2,
           SEND_PAYLOAD = 3,
           SEND_FOOTER = 4;
reg [1:0] state, next_state;
reg [15:0] sequence_number;
reg [15:0] word_count;
reg [31:0] memory [0:380];  
reg [31:0] header;
integer i;  
wire [31:0] footer = 32'hFFFFFFFF;  
always @(posedge clock or negedge resetn) begin
    if (!resetn) begin
        state <= IDLE;
        sequence_number <= 0;
        word_count <= 0;
        validOut <= 0;
        lastOut <= 0;
        for (i = 0; i < 381; i = i + 1) begin
            memory[i] <= 32'd0;
        end
    end else begin
        case (state)
            IDLE: begin
                if (validIn) begin
                    state <= COLLECT_DATA;
                    word_count <= 0;
                end
            end
            COLLECT_DATA: begin
                if (validIn) begin
                    memory[word_count] <= dataIn;
                    word_count <= word_count + 1;
                    if (lastIn) begin
                        header <= {sequence_number, word_count};
                        sequence_number <= sequence_number + 1;
                        state <= SEND_HEADER;
                    end
                end
            end
            SEND_HEADER: begin
                dataOut <= header;
                validOut <= 1;
                lastOut <= 0;
                state <= SEND_PAYLOAD;
                i <= 0;  
            end
            SEND_PAYLOAD: begin
                dataOut <= memory[i];
                validOut <= 1;
                lastOut <= 0;
                if (i >= word_count - 1) begin  
                    state <= SEND_FOOTER;
                end else begin
                    i <= i + 1;
                end
            end
            SEND_FOOTER: begin
                dataOut <= footer;
                validOut <= 1;
                lastOut <= 1;
                state <= IDLE;
            end
            default: begin
                state <= IDLE;
            end
        endcase
    end
end
endmodule
</file>
==> metrics.csv <==
metric;value;unit
postSynthSeqShare;58.0;%
syn_area_per_cell;13.6;µm²
die_w;1160;µm
numClockSinks;12300;
synthAdderAreaFrac;0.101;%
yosys.area.top_type;dfrtp_1;
ys_sh_xor;0.105;%
top_cells_by_count;dfrtp_1, mux2_2, a22oi_1, clkbuf_1, nand2_1;
flop_cell;dfrtp_1;
ys_sh_mux;25.8;%
die_h;1160;µm
ys_types;77;
stop_stage;5_1_grt;
topCellsByArea;dfrtp_1, mux2_2, a22oi_1, clkbuf_1, nand4_1;
io_pins;70;
grt_max_degree;134;
root_buffer;clkbuf_16;
synth_async_sr_flop_share;99.5;%
cts_inserted_buffers;1444;
place.gp.congestion;1.43;
post-place-cells;58500;
cts_hold_buf;0;
ys_cells;39100;
ys_warn_count;2;
synthCells;39100;
port_buffers;68;
synth.most_common_cell;dfrtp_1;
fp_util;40.1;%
aoi_share;9.21;%
dpl_cell_area;608000;µm²
htreeDepth;7;
top_area_share;57.6;%
grtUsageTotal;94.9;%
simple_gate_share;3.98;%
ys_area;533000;µm²
grt_pass1_wl;8100000;µm
status;stopped before the end;
clockBufferDepth;6;
toolErrorMsg;[ERROR GRT-0116] Global routing finished with congestion. Check the congestion regions in the DRC Viewer.;
grt-ovfl-total;21000;
dp_hpwl;4110000;µm
ys_ff;12300;
ys_top_logic_family;multiplexers;
rows;423;
grt_pass1_vias;645000;
netlist_area;533000;µm²
edf_count;64;
==> per-layer routing <==
layer	GRT usage (%)	GRT overflow
met5	87.5	385
met1	94.2	3328
met2	98.6	8652
met3	93.7	3407
met4	92.3	5180
==> stage by stage <==
stage	hold WS, ps	setup WS (ps)
4_1_cts	157	-102
3_3_place_gp	465	-2830
2_1_floorplan	406	1310
3_5_place_dp	461	-1850
==> kinds of logic after synthesis <==
kind of cell,Yosys count
adders and majority gates,43
and+or+nand+nor,4162
other,1
DFF,12300
buffers and inverters,3934
AOI/OAI and AO/OA,6402
xor gates and xnor gates,64
muxes,12200
==> repair_timing <==
action	4_1_cts
gates resized	228
cloned	1
buffers inserted	55
setup endpoints to repair	31
pin swaps	60
